$ cat design/flow/config.mk
export PLATFORM = sky130hd
export DESIGN_NAME = Control
export DESIGN_NICKNAME = Control
export VERILOG_FILES = /design/flow/design.v
export SDC_FILE = /design/flow/constraint.sdc
export NUM_CORES = 4
export LEC_CHECK = 1
export CORE_AREA = 10 10 96 96
export DIE_AREA = 0 0 106 106
$ cat design/flow/run.sh
#!/bin/bash
# OpenROAD 26Q1-2900-gdf79404cd8, Yosys 0.63+post, stock flow scripts
make -C /OpenROAD-flow-scripts/flow DESIGN_CONFIG=/design/flow/config.mk WORK_HOME=/design/flow/orfs finish
$ cat design/flow/constraint.sdc
current_design Control

set clk_period 2.0
set clk_io_pct 0.2

create_clock -name clk0 -period $clk_period [get_ports {CLK}]

set non_clock_inputs [all_inputs -no_clocks]
set_input_delay [expr $clk_period * $clk_io_pct] -clock clk0 $non_clock_inputs
set_output_delay [expr $clk_period * $clk_io_pct] -clock clk0 [all_outputs]
$ cat design/flow/design.v
module Control(
  input wire CLK,
  input wire RSTn,
  input wire [31:0] I_MEM_DI,
  output reg [2:0] ImmOpCode,
  output reg [3:0] ALUOpCode,
  output reg ALUSrc,
  output reg CondEnable,
  output reg PCEnable,
  output reg [1:0] PCSrc,
  output reg [1:0] RegSrc,
  output reg CountEnable,
  output reg [1:0] SignExtension,
  output reg ICSN,
  output reg DCSN,
  output reg DWEN,
  output reg [3:0] DBE,
  output reg RFWE,
  output reg ADDRSrc
  );
reg [9:0] uPC; 
reg [9:0] nextuPC;
reg [2:0] subsequentuPC;
reg [2:0] TempuPC;
reg [6:0] Opcode;
reg [2:0] funct3;
reg mutation;
reg jump;
reg [26:0] signal; 
reg [2:0] inst;
reg [3:0] funct4;
reg [2:0] stage;
always @(*) begin
stage = uPC[9:7];
inst = uPC[6:4];
funct4 = uPC[3:0];
if(uPC == 10'b111_111_111_1) signal = 27'bxxx_xxxx_x_0_0_00_xx_0_xx_0_1_x_xxxx_0_0_0;  
else if(inst == 3'b000) begin 
  case(stage)
  3'b000: signal = 27'bxxx_xxxx_x_x_0_xx_xx_0_xx_1_1_x_xxxx_0_x_0;  
  3'b001: signal = 27'bxxx_xxxx_x_x_0_xx_xx_0_xx_1_1_x_xxxx_0_x_0;  
  3'b010: begin  
          casex(funct4)
          4'b0000: signal = 27'bxxx_1000_0_x_0_xx_00_1_xx_1_1_x_xxxx_1_x_1; 
          4'b0001: signal = 27'bxxx_1001_0_x_0_xx_00_1_xx_1_1_x_xxxx_1_x_1; 
          4'b001x: signal = 27'bxxx_0101_0_x_0_xx_00_1_xx_1_1_x_xxxx_1_x_1; 
          4'b010x: signal = 27'bxxx_0000_0_x_0_xx_00_1_xx_1_1_x_xxxx_1_x_1; 
          4'b011x: signal = 27'bxxx_0001_0_x_0_xx_00_1_xx_1_1_x_xxxx_1_x_1; 
          4'b100x: signal = 27'bxxx_0010_0_x_0_xx_00_1_xx_1_1_x_xxxx_1_x_1; 
          4'b1010: signal = 27'bxxx_0110_0_x_0_xx_00_1_xx_1_1_x_xxxx_1_x_1; 
          4'b1011: signal = 27'bxxx_0111_0_x_0_xx_00_1_xx_1_1_x_xxxx_1_x_1; 
          4'b110x: signal = 27'bxxx_0011_0_x_0_xx_00_1_xx_1_1_x_xxxx_1_x_1; 
          4'b111x: signal = 27'bxxx_0100_0_x_0_xx_00_1_xx_1_1_x_xxxx_1_x_1; 
          endcase
          end
  3'b100: signal = 27'bxxx_xxxx_x_0_1_00_xx_0_xx_0_1_x_xxxx_0_1_0;  
  endcase
end
else if(inst == 3'b001) begin 
  case(stage)
  3'b000: signal = 27'bxxx_xxxx_x_x_0_xx_xx_0_xx_1_1_x_xxxx_0_x_0; 
  3'b001: begin  
          casex(funct4)
          4'b11xx: signal = 27'b001_xxxx_x_x_0_xx_xx_0_xx_1_1_x_xxxx_0_x_0;
          default: signal = 27'b000_xxxx_x_x_0_xx_xx_0_xx_1_1_x_xxxx_0_x_0;
          endcase
          end
  3'b010: begin 
          casex(funct4)
          4'b000x: signal = 27'bxxx_1000_1_x_0_xx_00_1_xx_1_1_x_xxxx_1_x_1; 
          4'b001x: signal = 27'bxxx_0000_1_x_0_xx_00_1_xx_1_1_x_xxxx_1_x_1; 
          4'b010x: signal = 27'bxxx_0001_1_x_0_xx_00_1_xx_1_1_x_xxxx_1_x_1; 
          4'b011x: signal = 27'bxxx_0010_1_x_0_xx_00_1_xx_1_1_x_xxxx_1_x_1; 
          4'b100x: signal = 27'bxxx_0011_1_x_0_xx_00_1_xx_1_1_x_xxxx_1_x_1; 
          4'b101x: signal = 27'bxxx_0100_1_x_0_xx_00_1_xx_1_1_x_xxxx_1_x_1; 
          4'b110x: signal = 27'bxxx_0101_1_x_0_xx_00_1_xx_1_1_x_xxxx_1_x_1; 
          4'b1110: signal = 27'bxxx_0110_1_x_0_xx_00_1_xx_1_1_x_xxxx_1_x_1; 
          4'b1111: signal = 27'bxxx_0111_1_x_0_xx_00_1_xx_1_1_x_xxxx_1_x_1; 
          endcase
          end
  3'b100: signal = 27'bxxx_xxxx_x_0_1_00_xx_0_xx_0_1_x_xxxx_0_1_0;  
  endcase
end
else if(inst == 3'b010) begin 
  case(stage)
  3'b000: signal = 27'bxxx_xxxx_x_x_0_xx_xx_0_xx_1_1_x_xxxx_0_x_0; 
  3'b001: signal = 27'b010_xxxx_x_x_0_xx_xx_0_xx_1_1_x_xxxx_0_x_0; 
  3'b010: begin  
          case(funct4)
          4'b0000: signal = 27'bxxx_1000_1_x_0_xx_00_1_xx_1_0_0_0001_0_x_0; 
          4'b0010: signal = 27'bxxx_1000_1_x_0_xx_00_1_xx_1_0_0_0011_0_x_0; 
          4'b0100: signal = 27'bxxx_1000_1_x_0_xx_00_1_xx_1_0_0_1111_0_x_0; 
          endcase
          end
  3'b011: signal = 27'bxxx_xxxx_x_0_1_00_xx_0_xx_0_1_x_xxxx_0_1_1; 
  endcase
end
else if(inst == 3'b011) begin 
  case(stage)
  3'b000: signal = 27'bxxx_xxxx_x_x_0_xx_xx_0_xx_1_1_x_xxxx_0_x_0; 
  3'b001: signal = 27'b000_xxxx_x_x_0_xx_xx_0_xx_1_1_x_xxxx_0_x_0; 
  3'b010: signal = 27'bxxx_1000_1_x_0_xx_xx_0_xx_1_0_1_xxxx_0_x_0; 
  3'b011: begin 
          case(funct4)
          4'b0000: signal = 27'bxxx_xxxx_x_x_0_xx_01_1_10_1_1_x_xxxx_1_x_0; 
          4'b0010: signal = 27'bxxx_xxxx_x_x_0_xx_01_1_11_1_1_x_xxxx_1_x_0; 
          default: signal = 27'bxxx_xxxx_x_x_0_xx_01_1_00_1_1_x_xxxx_1_x_0; 
          endcase
          end
  3'b100: signal = 27'bxxx_xxxx_x_0_1_00_xx_0_xx_0_1_x_xxxx_0_1_0; 
  endcase
end
else if(inst == 3'b100) begin 
  case(stage)
  3'b000: signal = 27'bxxx_xxxx_x_x_0_xx_xx_0_xx_1_1_x_xxxx_0_x_0; 
  3'b001: signal = 27'b011_xxxx_x_x_0_xx_xx_1_xx_1_1_x_xxxx_0_x_0; 
  3'b010: begin  
          case(funct4)
          4'b0000: signal = 27'bxxx_1010_0_1_1_00_11_0_xx_0_1_x_xxxx_0_1_1;  
          4'b0010: signal = 27'bxxx_1011_0_1_1_00_11_0_xx_0_1_x_xxxx_0_1_1;  
          4'b0100: signal = 27'bxxx_1100_0_1_1_00_11_0_xx_0_1_x_xxxx_0_1_1;  
          4'b0110: signal = 27'bxxx_1101_0_1_1_00_11_0_xx_0_1_x_xxxx_0_1_1;  
          4'b1000: signal = 27'bxxx_1110_0_1_1_00_11_0_xx_0_1_x_xxxx_0_1_1;  
          4'b1010: signal = 27'bxxx_1111_0_1_1_00_11_0_xx_0_1_x_xxxx_0_1_1;  
          endcase
          end
  endcase
end
else if(inst == 3'b101) begin 
  case(stage)
  3'b000: signal = 27'bxxx_xxxx_x_x_0_xx_xx_0_xx_1_1_x_xxxx_0_x_0; 
  3'b001: signal = 27'b000_xxxx_x_x_0_xx_xx_1_xx_1_1_x_xxxx_0_x_1; 
  3'b100: signal = 27'bxxx_xxxx_x_0_1_10_10_0_xx_0_1_x_xxxx_1_1_0; 
  endcase
end
else if(inst == 3'b110) begin 
  case(stage)
  3'b000: signal = 27'bxxx_xxxx_x_x_0_xx_xx_0_xx_1_1_x_xxxx_0_x_0;  
  3'b001: signal = 27'b100_xxxx_x_x_0_xx_xx_1_xx_1_1_x_xxxx_0_x_1;  
  3'b100: signal = 27'bxxx_xxxx_x_0_1_01_10_0_xx_0_1_x_xxxx_1_1_0;  
  endcase
end
{ImmOpCode,ALUOpCode,ALUSrc,CondEnable,PCEnable,PCSrc,RegSrc,CountEnable,SignExtension,ICSN,DCSN,DWEN,DBE,RFWE,ADDRSrc,jump} = signal;
end
always @(*) begin
Opcode = I_MEM_DI[6:0];
funct3 = I_MEM_DI[14:12];
mutation = I_MEM_DI[30];
if(Opcode == 7'b1101111) begin  
TempuPC = jump ? 3'b100 : subsequentuPC;
nextuPC = {TempuPC,7'b1100000};
end
else if(Opcode == 7'b1100111) begin 
TempuPC = jump ? 3'b100 : subsequentuPC;
nextuPC = {TempuPC,7'b1010000};
end
else if(Opcode == 7'b1100011) begin  
  TempuPC = jump ? 3'b000 : subsequentuPC;
  case(funct3)
  3'b000: nextuPC = {TempuPC,7'b1000000}; 
  3'b001: nextuPC = {TempuPC,7'b1000010}; 
  3'b100: nextuPC = {TempuPC,7'b1000100}; 
  3'b101: nextuPC = {TempuPC,7'b1000110}; 
  3'b110: nextuPC = {TempuPC,7'b1001000}; 
  3'b111: nextuPC = {TempuPC,7'b1001010}; 
  endcase
end
else if(Opcode == 7'b0000011) begin  
  case(funct3)
  3'b000: nextuPC = {subsequentuPC,7'b0110000}; 
  3'b001: nextuPC = {subsequentuPC,7'b0110010}; 
  3'b010: nextuPC = {subsequentuPC,7'b0110100}; 
  3'b100: nextuPC = {subsequentuPC,7'b0110110}; 
  3'b101: nextuPC = {subsequentuPC,7'b0111000}; 
  endcase
end
else if(Opcode == 7'b0100011) begin  
  TempuPC = jump ? 3'b000 : subsequentuPC;
  case(funct3)
  3'b000: nextuPC = {TempuPC,7'b0100000}; 
  3'b001: nextuPC = {TempuPC,7'b0100010}; 
  3'b010: nextuPC = {TempuPC,7'b0100100}; 
  endcase
end
else if(Opcode == 7'b0010011) begin  
  TempuPC = jump ? 3'b100 : subsequentuPC;
  case(funct3)
  3'b000: nextuPC = {TempuPC,7'b0010000}; 
  3'b010: nextuPC = {TempuPC,7'b0010010}; 
  3'b011: nextuPC = {TempuPC,7'b0010100}; 
  3'b100: nextuPC = {TempuPC,7'b0010110}; 
  3'b110: nextuPC = {TempuPC,7'b0011000}; 
  3'b111: nextuPC = {TempuPC,7'b0011010}; 
  3'b001: nextuPC = {TempuPC,7'b0011100}; 
  3'b101: nextuPC = {TempuPC,6'b001111,mutation}; 
  endcase
end
else if(Opcode == 7'b0110011) begin  
  TempuPC = jump ? 3'b100 : subsequentuPC;
  case(funct3)
  3'b000: nextuPC = {TempuPC,6'b000000,mutation}; 
  3'b001: nextuPC = {TempuPC,7'b0000010}; 
  3'b010: nextuPC = {TempuPC,7'b0000100}; 
  3'b011: nextuPC = {TempuPC,7'b0000110}; 
  3'b100: nextuPC = {TempuPC,7'b0001000}; 
  3'b101: nextuPC = {TempuPC,6'b000101,mutation}; 
  3'b110: nextuPC = {TempuPC,7'b0001100}; 
  3'b111: nextuPC = {TempuPC,7'b0001110}; 
  endcase
end
end
always @(posedge CLK) begin
if(~RSTn) uPC = 10'b111_111_111_1;
else uPC = nextuPC;
end
always @ (*) begin
if(uPC[9:7] == 3'b100) subsequentuPC = 3'd0;
else subsequentuPC = uPC[9:7] + 3'd1;
end
endmodule
==> flow_metrics.tcl <==
# collected from the flow reports
set metrics [dict create \
    slew_headroom_pct 38.1 \
    highest_layer "met4" \
    finalClockPeriodUsage_pct 104 \
    syn_avg_cell_area_um2 6.85 \
    drtPass1Iterations 4 \
    h-tree-depth 1 \
    cpMaxStageDelayCell "dfxtp_4" \
    slowest_delay_ns 0.36 \
    layout_setup_ws_ns -0.0895 \
    ys_cells 227 \
    ys.flops 20 \
    met3_length_um 327 \
    vdd_drop_max_v 0.000163 \
    ys_types 55 \
    num_vias 2021 \
    async_flop_share_pct 0 \
    dp_slack_ns -0.393 \
    cap_violations 0 \
    grt_pass1_wl_um 8340 \
    cts_tree "yes" \
    grt_pass1_vias 1839 \
    fp_util_pct 21.6 \
    power.total_uw 1190 \
    untimed_endpoints 10 \
    cp_num_buf_inv 4 \
    grt_max_degree 15 \
    openroad.warnings 52 \
    setup_violations 5 \
    hold_buffers 0 \
    layout.cells.non_filler 414 \
    yosysWarnings 1 \
    dieArea_um2 11200 \
    route.detailed.drc 0 \
    flop_area_um2 369 \
    hpwl_um 3860 \
    grt_usage_pct 8.48 \
    antenna_found_initial 0 \
    violations "negative setup slack" \
    comb_area_um2 1410 \
    hold_ws_ns 0.903 \
    clockRootBuffer "clkbuf_8" \
    syn2layout_area_growth_pct 82.5 \
    cts_max_path_buffers 2 \
    ff_type "dlxtn_1" \
    die_w_um 106 \
    row_count 31 \
    wl_um 5290 \
    cp.required_ns 1.60 \
    diodes 0 \
    fillerInstances 700 \
    detail_route.wl_per_cell_um 12.8 \
    wl_met2_um 2320 \
    worstPathMaxFanout 3 \
    synthTopCellsByArea "dfxtp_1, dlxtn_1, nand2b_1" \
    finalHoldViolations 0 \
    finalCriticalPeriod_ns 2.09 \
    port_buffers 38 \
    syn-cell-area_um2 1560 \
    end_kind "output pin" \
    gp_congestion 0.923 \
    dr.first_iter.drc_count 58 \
    synth-edff-count 0 \
    fmax_mhz 479 \
    powerDensity_nw_per_um2 418 \
    grt_overflow_total 0 \
    core_um2 7210 \
    p_leak_uw 0.00120 \
    drive_above_1_share_pct 48.9 \
    m1WireLength_um 2610 \
    ant_nets 0 \
    path_delay_family "AND-OR/OR-AND gates" \
    path_clk_slew_ns 0.05 \
    cp.depth 9 \
    rsz0062_at_grt "true" \
    status "complete, but fails checks" \
    cp.arrival_ns 1.69 \
    ys_area_um2 1560 \
    critPathKind "reg2out" \
    ios 60 \
    unclocked_regs 10 \
    die_height_um 106 \
    viasPerCell 4.88 \
    crit_start "uPC[8]" \
    endpoint "ICSN" \
    cp-start-kind "flop" \
    cp_common_cell "buf_6" \
    crit_chain "buf_6 -> inv_4 -> ha_4 -> buf_6 -> nor2_2 -> o211ai_1 -> o311ai_1 -> a21oi_1 -> buf_2" \
    fin_util_pct 39.3 \
    syn_inst 227 \
    slew_violations 0 \
    tightestPinTransition_ns 0.925 \
    largest_area_cell "dfxtp_1" \
    synth.top_cell.area_share_pct 12.9 \
    placed_cells 393 \
    hp-class "in2reg" \
    cts_buffers 3 \
]
what timing repair did:
action / in CTS / in global routing
endpoints found under the hold margin: 0 / 0
gates resized: 139 / 35
setup endpoints to repair: 26 / 18
pin swaps: 30 / 25
buffers inserted: 16 / 6
placed cells by master (no fill, tap or decap), drive strengths merged, types with 6 or more instances in the layout:
master / synthesis / routed
nor3: 18 / 18
a211oi: 6 / 6
buf: 4 / 81
nand3: 7 / 7
o21ai: 12 / 12
nand2: 22 / 22
a21oi: 16 / 16
dfxtp: 10 / 10
nand2b: 17 / 17
dlxtn: 10 / 10
ha: 6 / 6
clkbuf: 16 / 10
nor2: 20 / 20
clkdlybuf4s50: 0 / 12
inv: 9 / 9
per-layer routing:
metal,vias up,track usage (%)
met1,959,12.2
met3,2,1.65
li1,994,-
met4,0,0.774
met5,-,0
met2,66,13.3
sequential cells by signal, summed over array words and instances, names as in the netlist:
| register | flops |
|---|---|
| nextuPC | 10 |
| uPC | 10 |
through the flow:
step           setup TNS [ns]  area [um^2]
6_report               -0.263         2840
5_1_grt                -0.928         2840
4_1_cts                -0.687         2730
3_5_place_dp            -5.21         2340
3_3_place_gp            -4.75         2340
2_1_floorplan               0         1560
area by class of cell:
| cell class | instances | area share (%) |
|---|---|---|
| Timing Repair Buffer | 104 | 29.6 |
| Multi-Input combinational cell | 178 | 49.6 |
| Sequential cell | 20 | 13.0 |
| Clock buffer | 4 | 1.94 |
| Tap cell | 99 | 4.37 |
| Inverter | 9 | 1.46 |
power by group:
group          leakage [uW]  internal, uW  total [uW]  switching [uW]
Sequential         0.000163           254         288            34.4
Combinational       0.00101           353         652             299
Clock             0.0000288           172         246            73.1
cells by family after synthesis:
kind of cell / after synthesis / share of synthesized area, %
simple gates: 103 / 34.0
compound gates: 63 / 27.5
buf+inv: 29 / 7.56
flops: 10 / 12.9
latches: 10 / 9.65
fa+ha+maj: 6 / 4.83
xor+xnor: 4 / 2.25
mux: 2 / 1.37
worst min path at each step:
stage,startpoint,endpoint,slack (ns),depth (start not counted)
4_1_cts,RSTn,uPC[9],0.92,2
5_1_grt,RSTn,uPC[2],0.95,2
6_report,RSTn,uPC[8],0.90,2
Yosys cell counts, drive strengths merged, types with 2 or more instances:
| cell type | number |
|---|---|
| o32ai | 2 |
| nand2 | 22 |
| a221oi | 2 |
| buf | 4 |
| a21oi | 16 |
| nor3 | 18 |
| and2 | 2 |
| xnor2 | 2 |
| a31oi | 2 |
| o22ai | 2 |
| xor2 | 2 |
| nand3 | 7 |
| nor2b | 5 |
| dlxtn | 10 |
| o21ai | 12 |
| a32oi | 2 |
| dfxtp | 10 |
| o31ai | 2 |
| inv | 9 |
| or3 | 2 |
| o311ai | 2 |
| nor2 | 20 |
| clkbuf | 16 |
| o211ai | 3 |
| ha | 6 |
| nor4 | 2 |
| a211oi | 6 |
| nand2b | 17 |
| o32a | 2 |
Power and IR drop assume default switching activity.

==> design/flow/design.v <==
module CACHE(
  input wire RSTn,
  input wire CLK,
  input wire [11:0] M_ALUout,
  input wire M_MEM_WEN,
  input wire [3:0] M_MEM_BE,
  input M_DataStoreSelect,
  input wire [31:0] M_StoreData,
  input wire [31:0] D_MEM_DI,
  output reg [11:0] D_MEM_ADDR,
  output reg D_MEM_WEN,
  output reg [3:0] D_MEM_BE,
  output reg [31:0] D_MEM_DOUT,
  output reg [31:0] CACHE_OUT,
  output reg STALL
  );
reg [127:0] cache [31:0];
reg [2:0] tag_table [31:0];
reg validbit_table [31:0];
reg MISS;
reg [31:0] tempOut;
reg [127:0] tempRead;
reg [31:0] tempChange;
reg [127:0] tempStore;
reg [11:0] DataAddr;
reg [2:0] MissCounter;
reg [2:0] WriteCounter;
wire [1:0] word_index = M_ALUout[3:2];
wire [4:0] block_index = M_ALUout[8:4];
wire [2:0] tag = M_ALUout[11:9];
always @(negedge CLK) begin
  if(~M_DataStoreSelect) begin
    if(tag_table[block_index] == tag && validbit_table[block_index] && ~STALL && ~MISS) begin
      tempOut = cache[block_index] >> (6'd32 * (2'd3 - word_index));
      STALL = 1'd1;  
    end
    else if(STALL && ~MISS) begin
      STALL = 1'd0;
      CACHE_OUT = tempOut;
    end
    else if(~STALL && ~MISS) begin
      MISS = 1'd1;  
      STALL = 1'd1;
      DataAddr = {tag, block_index, 2'b00, M_ALUout[1:0]};
      tempRead = 128'd0;
    end
    else begin
      MissCounter = MissCounter + 3'd1;
      D_MEM_ADDR <= DataAddr;
      DataAddr <= DataAddr + 12'd4;
    end
  end
  else if(~M_MEM_WEN) begin
    if(WriteCounter == 3'd5) begin
      STALL = 1'd0;
      WriteCounter = 3'd0;
      D_MEM_WEN = 1'd1;
    end
    else if(WriteCounter == 3'd0) begin
      STALL = 1'd1;
      if(tag_table[block_index] == tag && validbit_table[block_index]) begin
        if(word_index == 2'd3) begin
          tempChange = cache[block_index][31:0];
          if(M_MEM_BE[0]) tempChange[7:0] = M_StoreData[7:0];
          if(M_MEM_BE[1]) tempChange[15:8] = M_StoreData[15:8];
          if(M_MEM_BE[2]) tempChange[23:16] = M_StoreData[23:16];
          if(M_MEM_BE[3]) tempChange[31:24] = M_StoreData[31:24];
          cache[block_index][31:0] = tempChange;
        end
        else if(word_index == 2'd2) begin
          tempChange = cache[block_index][63:32];
          if(M_MEM_BE[0]) tempChange[7:0] = M_StoreData[7:0];
          if(M_MEM_BE[1]) tempChange[15:8] = M_StoreData[15:8];
          if(M_MEM_BE[2]) tempChange[23:16] = M_StoreData[23:16];
          if(M_MEM_BE[3]) tempChange[31:24] = M_StoreData[31:24];
          cache[block_index][63:32] = tempChange;
        end
        else if(word_index == 2'd1) begin
          tempChange = cache[block_index][95:64];
          if(M_MEM_BE[0]) tempChange[7:0] = M_StoreData[7:0];
          if(M_MEM_BE[1]) tempChange[15:8] = M_StoreData[15:8];
          if(M_MEM_BE[2]) tempChange[23:16] = M_StoreData[23:16];
          if(M_MEM_BE[3]) tempChange[31:24] = M_StoreData[31:24];
          cache[block_index][95:64] = tempChange;
        end
        else begin
          tempChange = cache[block_index][127:96];
          if(M_MEM_BE[0]) tempChange[7:0] = M_StoreData[7:0];
          if(M_MEM_BE[1]) tempChange[15:8] = M_StoreData[15:8];
          if(M_MEM_BE[2]) tempChange[23:16] = M_StoreData[23:16];
          if(M_MEM_BE[3]) tempChange[31:24] = M_StoreData[31:24];
          cache[block_index][127:96] = tempChange;
        end
      end
      D_MEM_WEN = 1'd0;
      D_MEM_ADDR = M_ALUout;
      D_MEM_BE = M_MEM_BE;
      D_MEM_DOUT = M_StoreData;
      WriteCounter = WriteCounter + 3'd1;
    end
    else WriteCounter = WriteCounter + 3'd1;
  end
end
always @(posedge CLK) begin
  if(MissCounter > 3'd0) begin
    if(MissCounter == 3'd6) begin
      MISS = 1'd0;
      MissCounter = 3'd0;
      tempOut = cache[block_index] >> (6'd32 * (2'd3 - word_index));
    end
    else if(MissCounter == 3'd5) begin
      cache[block_index] = tempRead;
      tag_table[block_index] = tag;
      validbit_table[block_index] = 1'd1;
    end
    else begin
      tempRead = tempRead << 6'd32;
      tempRead = tempRead | D_MEM_DI;
    end
  end
end
always @(*) begin
  if(~RSTn) begin
    cache[0] <= 128'd0; cache[16] <= 128'd0;
    cache[1] <= 128'd0; cache[17] <= 128'd0;
    cache[2] <= 128'd0; cache[18] <= 128'd0;
    cache[3] <= 128'd0; cache[19] <= 128'd0;
    cache[4] <= 128'd0; cache[20] <= 128'd0;
    cache[5] <= 128'd0; cache[21] <= 128'd0;
    cache[6] <= 128'd0; cache[22] <= 128'd0;
    cache[7] <= 128'd0; cache[23] <= 128'd0;
    cache[8] <= 128'd0; cache[24] <= 128'd0;
    cache[9] <= 128'd0; cache[25] <= 128'd0;
    cache[10] <= 128'd0; cache[26] <= 128'd0;
    cache[11] <= 128'd0; cache[27] <= 128'd0;
    cache[12] <= 128'd0; cache[28] <= 128'd0;
    cache[13] <= 128'd0; cache[29] <= 128'd0;
    cache[14] <= 128'd0; cache[30] <= 128'd0;
    cache[15] <= 128'd0; cache[31] <= 128'd0;
    validbit_table[0] <= 1'd0; validbit_table[16] <= 1'd0;
    validbit_table[1] <= 1'd0; validbit_table[17] <= 1'd0;
    validbit_table[2] <= 1'd0; validbit_table[18] <= 1'd0;
    validbit_table[3] <= 1'd0; validbit_table[19] <= 1'd0;
    validbit_table[4] <= 1'd0; validbit_table[20] <= 1'd0;
    validbit_table[5] <= 1'd0; validbit_table[21] <= 1'd0;
    validbit_table[6] <= 1'd0; validbit_table[22] <= 1'd0;
    validbit_table[7] <= 1'd0; validbit_table[23] <= 1'd0;
    validbit_table[8] <= 1'd0; validbit_table[24] <= 1'd0;
    validbit_table[9] <= 1'd0; validbit_table[25] <= 1'd0;
    validbit_table[10] <= 1'd0; validbit_table[26] <= 1'd0;
    validbit_table[11] <= 1'd0; validbit_table[27] <= 1'd0;
    validbit_table[12] <= 1'd0; validbit_table[28] <= 1'd0;
    validbit_table[13] <= 1'd0; validbit_table[29] <= 1'd0;
    validbit_table[14] <= 1'd0; validbit_table[30] <= 1'd0;
    validbit_table[15] <= 1'd0; validbit_table[31] <= 1'd0;
    tag_table[0] <= 3'd0; tag_table[16] <= 3'd0;
    tag_table[1] <= 3'd0; tag_table[17] <= 3'd0;
    tag_table[2] <= 3'd0; tag_table[18] <= 3'd0;
    tag_table[3] <= 3'd0; tag_table[19] <= 3'd0;
    tag_table[4] <= 3'd0; tag_table[20] <= 3'd0;
    tag_table[6] <= 3'd0; tag_table[22] <= 3'd0;
    tag_table[5] <= 3'd0; tag_table[21] <= 3'd0;
    tag_table[7] <= 3'd0; tag_table[23] <= 3'd0;
    tag_table[8] <= 3'd0; tag_table[24] <= 3'd0;
    tag_table[9] <= 3'd0; tag_table[25] <= 3'd0;
    tag_table[10] <= 3'd0; tag_table[26] <= 3'd0;
    tag_table[11] <= 3'd0; tag_table[27] <= 3'd0;
    tag_table[12] <= 3'd0; tag_table[28] <= 3'd0;
    tag_table[13] <= 3'd0; tag_table[29] <= 3'd0;
    tag_table[14] <= 3'd0; tag_table[30] <= 3'd0;
    tag_table[15] <= 3'd0; tag_table[31] <= 3'd0;
    WriteCounter <= 3'd0;
    MissCounter <= 3'd0;
    MISS <= 1'd0;
    STALL <= 1'd0;
    D_MEM_WEN = 1'd1;
  end
end
endmodule
==> design/flow/run.sh <==
#!/bin/bash
# OpenROAD 26Q1-2900-gdf79404cd8, Yosys 0.63+post, stock flow scripts
make -C /OpenROAD-flow-scripts/flow DESIGN_CONFIG=/design/flow/config.mk WORK_HOME=/design/flow/orfs finish
==> design/flow/config.mk <==
export PLATFORM = sky130hd
export DESIGN_NAME = CACHE
export DESIGN_NICKNAME = CACHE
export VERILOG_FILES = /design/flow/design.v
export SDC_FILE = /design/flow/constraint.sdc
export NUM_CORES = 4
export LEC_CHECK = 1
export CORE_AREA = 10 10 109 109
export DIE_AREA = 0 0 119 119
==> design/flow/constraint.sdc <==
current_design CACHE

set clk_period 4.0
set clk_io_pct 0.2

create_clock -name clk0 -period $clk_period [get_ports {CLK}]

set non_clock_inputs [all_inputs -no_clocks]
set_input_delay [expr $clk_period * $clk_io_pct] -clock clk0 $non_clock_inputs
set_output_delay [expr $clk_period * $clk_io_pct] -clock clk0 [all_outputs]
==> Changelog: implementation <==
## Implementation

* Outcome: finished, final reports clean
* Slowest stage delay, CP at between 0.4 and 0.5 ns
* Overflow after GRT at 0
* CP max stage cell: clkdlybuf4s50_1
* Mean Syn Cell Area at 20.0 sq um
* Layout area overhead at 80.4%
* Fp util at 0.179
* Synth Cell Area at ~0.0017 sq mm
* Setup violators final at 0
* Worst path cell trace: clkdlybuf4s50_1
* Clock buffer depth at 2
* Layout cells sized above 1 at 0.0420
* Stages on worst setup path at 1
* YS chip area at about 0.0017 sq mm
* Netlist cell types at 5
* WS Path Type: reg -> out
* Crit path DAT at approximately 3.2 ns
* Dominant cell area share at 0.837
* Initial antenna violation count at 0
* Crit path DRT at about 3.2 ns
* DIE AREA at between 0.01 and 0.015 sq mm
* Post-synth seq share at 0.837
* Worst hold margin at ~3 ns
* Total power density per cell area at 397 mW/mm^2
* Leading area contributor after synthesis: edfxtp_1
* Vias/cell at 3.08
* Crit Path Max Fanout at 1
* Row cnt at 36
* Pleak at 1.51 nW
* RSZ-0062 raised after global routing: false
* Vias in the first global route at 1327
* Final hold vios at 0
* Num CTS Buffers at 5
* Routed length on met2 at roughly 2300 um
* Clock root cell: clkbuf_8
* Cell total in the yosys stat output at around 86
* Worst Setup SP: D_MEM_DOUT[19]$_DFFE_NP_
* Core area at 0.00964 sq mm
* Synth async-reset ratio at 0
* Crit path to: D_MEM_DOUT[19]
* CTS clk-pin slew, worst paths at about 0.040 ns
* Min-Delay Path Class: in -> reg
* Storage cell area at about 0.0014 sq mm
* Top cells by area: edfxtp_1, buf_4, nor2b_4
* Delay-heaviest family, CP: buffers and inverters
* Commonest cells in the netlist: edfxtp_1, buf_4, conb_1, inv_1, nor2b_4
* Setup_tns at 0 ns
* Routability cong. at ~0.68
* Top Layer Used: met4
* Die Span X at approximately 120 um
* CTS tree: done
* Ant diodes at 0
* Die H at 119 um
* CP startpoint kind: flip-flop
* #FFs+latches synth at roughly 48
* DRT met1 WL at 1820 um
* FILL cells at 974
* DR pass1 iterations at 3
* Top Ports at approximately 170
* Largest net degree at the start of global routing at 37
* Slew Viols, Final at 0
* Max-capacitance violation count at 0
* Clk sink count at ~48
* Log Warnings at 106
* Logic area at ~140 sq um
* Max IR drop VDD at ~0.15 mV
* Dominant cell by count in the synthesized netlist: edfxtp_1
* Antenna Nets Post-Route at 0
* Crit end category: output pin
* DR iter-0 viols at 39
* HPWL Detailed at 3750 um
* First-pass GRT wire length at between 7000 and 8000 um
* Number of enable flip-flop cells at between 40 and 50
* CP Buf/Inv Count at 1
* H-tree Lvls at 2
* Top FF cell, synth: edfxtp_1
* Total Wirelength at ~4700 um
* Metal3 WL at 515 um
* Ys Warns at ~13000
* DRC viols at 0
* Hold path startpoint: M_StoreData[23]
* Vias at 1143
* Drt wl/cell at 12.7 um
* Cells after Synth at approximately 86
* Tot GR Track Use at 0.0638
* IO Port Bufs at between 90 and 100
## how the worst min path moves through the flow
stage,to,slack (ns),cells after the start
global route,D_MEM_DOUT[23]$_DFFE_NP_,2.96,1
CTS,D_MEM_DOUT[8]$_DFFE_NP_,2.97,1
finish,D_MEM_DOUT[23]$_DFFE_NP_,3.00,1
## power by group
part	switching (mW)	leakage (nW)	total (mW)	internal (mW)
logic	0.0258	0.746	0.114	0.0886
clock network	0.269	0.310	0.515	0.246
registers	0.00685	0.450	0.602	0.595
## repair_timing
| action | in CTS | in global routing |
|---|---|---|
| setup buffers | 0 | 0 |
| setup endpoints to repair | 2 | 25 |
| gates resized | 2 | 25 |
| hold buffers | 0 | 0 |
## cell usage in the layout, fill, tap and decap left out, drive strengths merged
cell and count:
conb 34, nor2b 1, clkdlybuf4s50 71, dlymetal6s2s 25, dlygate4sd2 2, clkinv 1, edfxtp 48, bufinv 1
clkbuf 5, buf 2, inv 48
## sequential cells by signal, summed over array words and instances (netlist names)
name and count:
D_MEM_DOUT 32, D_MEM_BE 4, D_MEM_ADDR 12
## routing by layer
| layer | vias up | GRT usage |
|---|---|---|
| met4 | 0 | 0.0290 |
| met3 | 8 | 0.0441 |
| met2 | 85 | 0.0892 |
| met1 | 513 | 0.0741 |
| met5 | - | 0 |
| li1 | 537 | - |
## layout make-up
| cell class | count | share of cell area |
|---|---|---|
| multi-input cells | 35 | 0.0455 |
| clock inverters | 50 | 0.0705 |
| well taps | 133 | 0.0536 |
| repair buffers | 100 | 0.344 |
| flip-flops and latches | 48 | 0.464 |
| clock buffers | 5 | 0.0222 |
## through the flow
stage                     setup slack [ns]   util  cell area [sq um]  instances  total power, mW
after floorplan                     0.0358      -               1840        118            0.706
after global placement             0.00374  0.286               2760        317            0.807
after detailed placement           0.00453  0.286               2760        317            0.808
after CTS                          0.00109  0.316               3040        371             1.28
after global routing               0.00422  0.322               3110        371             1.35
final                               0.0528  0.322               3110        371             1.23
## kinds of logic after synthesis
logic type             count (synthesis)  synth area share
buffers and inverters                 35             0.150
DFF                                   48             0.837
other                                  2           0.00436
and+or+nand+nor                        1           0.00799
Power and IR drop assume default switching activity.
